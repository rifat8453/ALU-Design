`flow/config.mk`:
```
export PLATFORM = sky130hd
export DESIGN_NAME = mux4
export DESIGN_NICKNAME = mux4
export VERILOG_FILES = /design/flow/design.v
export SDC_FILE = /design/flow/constraint.sdc
export NUM_CORES = 4
export LEC_CHECK = 1
export CORE_AREA = 10 10 84 84
export DIE_AREA = 0 0 94 94
```
`flow/run.sh`:
```
#!/bin/bash
# OpenROAD 26Q1-2900-gdf79404cd8, Yosys 0.63+post, stock flow scripts
make -C /OpenROAD-flow-scripts/flow DESIGN_CONFIG=/design/flow/config.mk WORK_HOME=/design/flow/orfs finish
```
`flow/constraint.sdc`:
```
current_design mux4

set clk_period 1.5
set clk_io_pct 0.2

create_clock -name clk0 -period $clk_period

set non_clock_inputs [all_inputs -no_clocks]
set_input_delay [expr $clk_period * $clk_io_pct] -clock clk0 $non_clock_inputs
set_output_delay [expr $clk_period * $clk_io_pct] -clock clk0 [all_outputs]
```
`flow/dmem.txt`:
```
00000000000000000000000000001111
00000000000000000000000000001110
00000000000000000000000000000001
00000000000000000000000000000111
00000000000000000000000000000110
```
`flow/memfile.txt`:
```
00100000000001000000000000011011
00111000100001010000000000000101
00000000100001010011000000100000
00000000101001000011100000100010
00000000111001100100000000101010
00000000111000000100100000100101
00000000111000000101000000100100
00000000000001110101100001000000
00000000000001110110000001000010
00000001000001110110100000101010
00111100000000010000000000000000
00110100001011100000000000001100
00111100000000010000000000000000
00110100001011110000000001101110
00111100000000010000000000000000
00110100001100000000000001111000
10101101110011110000000000000100
10101101110100000000000000001000
10001101110100010000000000000100
00111100000000010000000000000000
00110100001011100000000000000000
10001101110011110000000000000000
```
`flow/design.v`:
```
`timescale 1ns/1ns
module adder (a,b,y);
parameter n=32;
input [n-1:0] a,b;
wire [n:0] w;
output [n-1:0] y;
assign w[0]=0;
genvar i;
generate 
for(i=0;i<=n-1;i=i+1) begin
        FA FA_inst(.a(a[i]),.b(b[i]), .cin(w[i]), .cout(w[i+1]), .s(y[i]));
    end
endgenerate
endmodule
module FA(input a, input b, input cin, output cout, output s);
assign {cout,s}=a+b+cin;
endmodule
`timescale 1ns/1ns
module alu32( input [31:0] a, 
            input [31:0] b,
            input [3:0] f,
            input [4:0] shamt,
            output reg [31:0] y, 
            output reg zero);
always @ (*) begin
    case (f)
        4'b0000: y = a + b;                              
        4'b0001: y = a - b;                              
        4'b0010: y = a & b;                              
        4'b0011: y = a | b;                              
        4'b0100: y = a ^ b;                              
        4'b0101: y = b << shamt;                         
        4'b0110: y = b >> shamt;                         
        4'b0111: y = $signed($signed(b) >>> shamt);      
        4'b1000: y = $signed(a) < $signed(b) ? 1 : 0;    
        4'b1001: y = a < b ? 1 : 0;                      
        4'b1010: y = ~ (a | b);                          
        4'b1011: y = b << a;                             
        4'b1100: y = b >> a;                             
        4'b1101: y = $signed($signed(b) >>> a);          
        4'b1110: y = {b[15:0], 16'b0};                   
    endcase
         zero = (y==8'b0);
     end
endmodule
`timescale 1ns/1ns
module flopr_param (clk, rst, q,d);
parameter n=32;
input clk,rst;
input [n-1:0] d;
output reg [n-1:0] q;
always @ (posedge clk)
    if(!rst) q<=d;
    else q<=0;
endmodule
`timescale 1ns/1ns
module mux2 (d0,d1,s,y);
parameter n=32;
input [n-1:0] d0;
input [n-1:0] d1;
input s;
output [n-1:0] y;
assign y = s ? d1 : d0;
endmodule
`timescale 1ns/1ns
module mux4 (d0,d1,d2,d3,s,y);
parameter n=32;
input [n-1:0] d0,d1,d2,d3;
input [1:0] s;
output reg [n-1:0] y;
always @* begin
    case(s)
        2'b00: y<=d0;
        2'b01: y<=d1;
        2'b10: y<=d2;
        2'b11: y<=d3;
    endcase
end
endmodule
`timescale 1ns/1ns
module registerfile32 (input clk,
                    input we, 
                    input reset,
                    input [4:0] ra1,
                    input [4:0] ra2,
                    input [4:0] wa,
                    input [31:0] wd,
                    output [31:0] rd1, 
                    output [31:0] rd2); 
reg [31:0] register [31:0];
assign rd1 = register[ra1];
assign rd2 = register[ra2];
integer i;
initial begin
    for (i=1; i<32; i=i+1) begin
         register[i] <= 32'd0;
        end
    end
always @(posedge clk)
begin
    register[0]=0;
    if(reset) for(i = 0; i < 32; i = i + 1) register[i] = 32'd0;
    else if (we)
        if(wa != 0) register[wa]= wd;
end
endmodule
`timescale 1ns/1ns
module signext( input  [15:0] a,
                output [31:0] y 
                );
    assign y = { {16{a[15]}} , a };
endmodule
`timescale 1ns/1ns
module slt2(input [31:0] a,
            output [31:0] y);
assign y = a << 2;
endmodule
`timescale 1ns/1ns
module Datapath(input clk,
                input reset,
                input RegDst,
                input RegWrite,
                input ALUSrc,
                input Jump,
                input MemtoReg,
                input PCSrc,
                input [3:0] ALUControl,
                input [31:0] ReadData,
                input [31:0] Instr,
                output [31:0] PC,
                output ZeroFlag,
                output [31:0] datatwo, 
                output [31:0] ALUResult);
wire [31:0] PCNext, PCplus4, PCbeforeBranch, PCBranch;
wire [31:0] extendedimm, extendedimmafter, MUXresult, dataone, aluop2;
wire [4:0] writereg;
flopr_param #(32) PCregister(clk,reset, PC,PCNext);
  adder #(32) pcadd4(PC, 32'd4 ,PCplus4);
slt2 shifteradd2(extendedimm,extendedimmafter);
adder #(32) pcaddsigned(extendedimmafter,PCplus4,PCbeforeBranch);
mux2 #(32) branchmux(PCplus4 , PCbeforeBranch, PCSrc, PCBranch);
mux2 #(32) jumpmux(PCBranch, {PCplus4[31:28],Instr[25:0],2'b00 }, Jump,PCNext);
registerfile32 RF(clk,RegWrite, reset, Instr[25:21], Instr[20:16], writereg, MUXresult, dataone,datatwo); 
mux2 #(5) writeopmux(Instr[20:16],Instr[15:11],RegDst, writereg);
mux2 #(32) resultmux(ALUResult, ReadData, MemtoReg,MUXresult);
alu32 alucomp(dataone, aluop2, ALUControl, Instr[10:6], ALUResult, ZeroFlag);
signext immextention(Instr[15:0],extendedimm);
mux2 #(32) aluop2sel(datatwo,extendedimm, ALUSrc, aluop2);
endmodule
`timescale 1ns/1ns
module ram(clk,we,adr,din,dout);
parameter depth =128;
parameter bits = 32;
parameter width = 32;
input clk, we;
input [bits-1:0] adr;
input [width-1:0] din;
output [width-1:0] dout;
reg [width-1:0] Dmem [depth-1:0];
  initial 
  $readmemb("dmem.txt",Dmem);
assign dout = Dmem[adr];
always @ (posedge clk) begin
    if (we) 
		Dmem[adr] <= din;
end
endmodule
`timescale 1ns/1ns
module rom(adr,dout);
parameter depth =256;
parameter bits = 32;
parameter width = 32;
input [bits-1:0] adr;
output [width-1:0] dout;
reg [width-1:0] Imem[depth-1:0];
initial
    $readmemb("memfile.txt", Imem);
  assign dout= Imem[adr/4]; 
endmodule
`timescale 1ns/1ns
module Controlunit(input [5:0] Opcode, 
               input [5:0] Func,
               input Zero,
               output reg MemtoReg,
               output reg  MemWrite,
               output reg  ALUSrc,
               output reg  RegDst,
               output reg  RegWrite,
               output reg  Jump,
               output PCSrc,
               output reg  [3:0] ALUControl
               );
reg [7:0] temp;
reg Branch,BNE;
always @(*) begin 
    case (Opcode) 
        6'b000000: begin                           
                    temp <= 8'b11000000;        
                    case (Func)
                    6'b100000: ALUControl <= 4'b0000;     
                    6'b100001: ALUControl <= 4'b0000;     
                    6'b100010: ALUControl <= 4'b0001;     
                    6'b100011: ALUControl <= 4'b0001;     
                    6'b100100: ALUControl <= 4'b0010;     
                    6'b100101: ALUControl <= 4'b0011;     
                    6'b100110: ALUControl <= 4'b0100;     
                    6'b100111: ALUControl <= 4'b1010;     
                    6'b101010: ALUControl <= 4'b1000;     
                    6'b101011: ALUControl <= 4'b1001;     
                    6'b000000: ALUControl <= 4'b0101;     
                    6'b000010: ALUControl <= 4'b0110;     
                    6'b000011: ALUControl <= 4'b0111;     
                    6'b000100: ALUControl <= 4'b1011;     
                    6'b000110: ALUControl <= 4'b1100;     
                    6'b000111: ALUControl <= 4'b1101;     
                endcase
            end
        6'b100011: begin                           
                        temp <= 8'b10100100;     
                        ALUControl <= 4'b0000;
                    end
        6'b101011: begin                           
                         temp <= 8'b00101000;      
                         ALUControl <= 4'b0000;
                    end  
        6'b000100: begin                           
                         temp <= 8'b00010000;      
                        ALUControl <= 4'b0001; 
                    end      
        6'b000101: begin                           
                        temp <= 8'b00010001;  
                        ALUControl <= 4'b0001; 
                    end
        6'b001000: begin                           
                        temp <= 8'b10100000;  
                        ALUControl <= 4'b0000; 
                    end  
        6'b001001: begin                           
                        temp <= 8'b10100000;  
                        ALUControl <= 4'b0000; 
                    end  
        6'b001100: begin                           
                        temp <= 8'b10100000;  
                        ALUControl <= 4'b0010; 
                    end 
        6'b001101: begin                           
                        temp <= 8'b10100000;  
                        ALUControl <= 4'b0011; 
                    end  
        6'b001110: begin                           
                        temp <= 8'b10100000;  
                        ALUControl <= 4'b0100; 
                    end       
        6'b001010: begin                           
                        temp <= 8'b10100000;  
                        ALUControl <= 4'b1000; 
                    end 
        6'b001011: begin                           
                        temp <= 8'b10100000;  
                        ALUControl <= 4'b1001; 
                    end  
        6'b000010: begin                           
                        temp <= 8'b00000010;  
                        ALUControl <= 4'b0010; 
                    end 
        6'b001111:  begin                          
                        temp <= 8'b10100000;  
                        ALUControl <= 4'b1110; 
                    end          
        default:   temp <= 12'bxxxxxxxxxxxx;       
    endcase
    {RegWrite,RegDst,ALUSrc,Branch,MemWrite,MemtoReg,Jump,BNE} = temp;
end 
assign PCSrc = Branch & (Zero ^ BNE);
endmodule
`timescale 1ns/1ns
module MIPS_SCP(input clk,
                input reset);
wire [31:0] PC, Instr, ReadData, WriteData, ALUResult;
wire RegDst,RegWrite, ALUSrc, Jump, MemtoReg, PCSrc , Zero, MemWrite;
wire [3:0] ALUControl;
Datapath datapathcomp(clk, reset, RegDst,RegWrite, ALUSrc,Jump,MemtoReg ,
                     PCSrc,ALUControl,ReadData, Instr, PC, Zero, 
                     WriteData,ALUResult);
Controlunit controller(Instr[31:26], Instr[5:0], Zero,MemtoReg,MemWrite,
                        ALUSrc, RegDst, RegWrite, Jump, PCSrc, ALUControl);
ram dmem(clk,MemWrite,ALUResult, WriteData, ReadData);
rom imem(PC,Instr);
endmodule
```
==> results.sh <==
# implementation run metrics
export IMPL_status="finished clean"
export IMPL_rsz0062_at_grt="yes"
export IMPL_synthesis_area_um2=815
export IMPL_io_buffers=162
export IMPL_dieHeight_um=94
export IMPL_num_rows=26
export IMPL_postSynthAreaPerCell_um2=20.9
export IMPL_place_gp_congestion=0.827
export IMPL_max_freq_mhz=669
export IMPL_seq_cells=0
export IMPL_syn_inst=39
export IMPL_critical_path_class="primary input to output port"
export IMPL_vias=1203
export IMPL_yosys_stat_cells=39
export IMPL_die_width_um=94
export IMPL_crit_slowest_cell="mux4_2"
export IMPL_via_per_inst=4.42
export IMPL_crit_buf_inv=3
export IMPL_fin_crit_ns=1.50
export IMPL_chipArea_um2=8840
export IMPL_io_pins=162
export IMPL_required_ns=1.20
export IMPL_diodes=0
export IMPL_dp_hpwl_um=5100
export IMPL_max_stage_delay_ns=0.50
export IMPL_hold_ws_ns=1.08
export IMPL_yosys_top_cells_count="mux4_2, buf_12, buf_2, mux4_1, buf_6"
export IMPL_p_total_uw=565
export IMPL_tool_warnings=34
export IMPL_ys_top_cells_by_area="mux4_2, buf_12, mux4_1, buf_2, buf_6"
export IMPL_synth_top_area_share_pct=82.9
export IMPL_p_leak_nw=1.11
export IMPL_vdd_drop_max_mv=0.110
export IMPL_wl_um=6030
export IMPL_grt_overflow=0
export IMPL_finalSetupViolCount=0
export IMPL_top_cell="mux4_2"
export IMPL_slew_viol_final=0
export IMPL_crit_cells=4
export IMPL_route_detailed_drc=0
export IMPL_clkbuf_count=0
export IMPL_area_growth_pct=186
export IMPL_min_path_cells=3
export IMPL_crit_end="y[17]"
export IMPL_period_used_pct=99.7
export IMPL_grtUsageTotal_pct=13.7
export IMPL_grt_pass1_vias=1451
export IMPL_postSynthSeqShare_pct=0
export IMPL_startpoint_type="primary input"
export IMPL_grt_max_degree=17
export IMPL_crit_chain="buf_16, buf_12, mux4_2, buf_6"
export IMPL_drive_gt1_share_pct=36.6
export IMPL_grt_first_pass_wirelength_um=9030
export IMPL_regArea_um2=0
export IMPL_core_um2=5200
export IMPL_worstPathMaxFanout=6
export IMPL_yosys_warnings=1
export IMPL_crit_start="s[0]"
export IMPL_fp_utilization_pct=15.6
export IMPL_firstDrtPassIters=3
export IMPL_drv_cap=0
export IMPL_final_hold_viol_count=0
export IMPL_detail_route_antenna_nets=0
export IMPL_slew_headroom_pct=90.0
export IMPL_drtIter0Drc=28
export IMPL_hold_path_class="primary input to output port"
export IMPL_cts_hold_buf=0
export IMPL_power_density_nw_per_um2=243
export IMPL_worst_slew_pin_slew_ns=0.151
export IMPL_ys_area_um2=815
export IMPL_largest_area_cell="mux4_2"
export IMPL_crit_family="multiplexers"
export IMPL_antenna_found_initial=0
export IMPL_wl_per_cell_um=22.2
export IMPL_worstPathArrival_ns=1.20
export IMPL_worstHoldStart="d2[27]"
export IMPL_ys_types=5
export IMPL_fillers=549
export IMPL_cp_end_kind="output port"
[worst min-delay path by stage]
stage | endpoint | slack, ns
global route | y[27] | 1.10
finish | y[27] | 1.08
CTS | y[27] | 1.09
[final cells by class]
class              instances  area [µm²]  area share (%)
multi-input cells         32         721            31.0
well taps                 70        87.6            3.77
repair buffers           170        1520            65.3
[per-stage QoR]
stage / setup TNS [ns] / cell area [µm²] / worst slack [ns] / util, % / cells
floorplan: 0 / 815 / 0.183 / - / 39
global placement: -18.79 / 2490 / -0.614 / 47.9 / 267
detailed placement: -18.71 / 2490 / -0.608 / 47.9 / 267
CTS: -0.000886 / 2320 / -0.000886 / 44.6 / 272
global route: -0.531 / 2330 / -0.0317 / 44.7 / 272
finish: 0 / 2330 / 0.00484 / 44.7 / 272
[layout by cell type, fill, tap and decap left out]
cell type / n
buf_12: 3
buf_16: 6
buf_2: 32
buf_6: 1
dlygate4sd2_1: 128
mux4_2: 32
[per-layer routing]
metal,global-route usage (%),wire length (µm)
met1,16.3,2370
met2,24.3,3020
met3,5.33,637
met4,0,0
met5,0,0
[where the power goes]
part	internal, mW	leakage (nW)	switching [mW]
logic	0.419	1.11	0.146
registers	0	0	0
clock network	0	0	0
[timing repair]
action	CTS	global route
cloned	5	0
resized	247	1
buffers inserted	0	0
pin swaps	0	0
setup endpoints to repair	32	32
[cell families after synthesis]
| logic type | synth area share (%) |
|---|---|
| muxes | 89.4 |
| buffers and inverters | 10.6 |
No activity file was given, so power comes from the tool's default toggle rates.
